==> /design/flow/run.sh <==
#!/bin/bash
# OpenROAD 26Q1-2900-gdf79404cd8, Yosys 0.63+post, stock flow scripts
make -C /OpenROAD-flow-scripts/flow DESIGN_CONFIG=/design/flow/config.mk WORK_HOME=/design/flow/orfs finish
==> /design/flow/config.mk <==
export PLATFORM = sky130hd
export DESIGN_NAME = spi_master
export DESIGN_NICKNAME = spi_master
export VERILOG_FILES = /design/flow/design.v
export SDC_FILE = /design/flow/constraint.sdc
export NUM_CORES = 4
export LEC_CHECK = 1
export CORE_AREA = 10 10 81 81
export DIE_AREA = 0 0 91 91
==> /design/flow/constraint.sdc <==
current_design spi_master

set clk_period 2.2
set clk_io_pct 0.2

create_clock -name clk0 -period $clk_period [get_ports {clk_i}]

set non_clock_inputs [all_inputs -no_clocks]
set_input_delay [expr $clk_period * $clk_io_pct] -clock clk0 $non_clock_inputs
set_output_delay [expr $clk_period * $clk_io_pct] -clock clk0 [all_outputs]
==> /design/flow/design.v <==
module spi_master #(
parameter register_width = 8
)(
input 										clk_i			,		 
input 										spi_clk_i	,		 
input 										rstn_i		,		 
input 										r_w_i			,		 
input 										request_i 	,		 
input 	reg[6-1:0]						addr_i		,		 
input 	reg[register_width-1:0]		data_w		,		 
output	reg								ack_o			,   	 
output 	reg[register_width-1:0]		data_r_o		,		 
input 										miso_i		,		 
output 										mosi_o		,		 
output 	reg								cs_n			,		 
output 										sclk_o		,		 
output 	reg 								spi_oe_o	
);
reg [5-1:0]	counter;			
logic bit_to_transfer;
always @(posedge clk_i or negedge rstn_i)
	if(!rstn_i) cs_n <= 'd1; else
		if (counter == 16) cs_n <= 'd1; else
			if (request_i) cs_n <= 'd0; else
				cs_n <= 'd1;	
always @(posedge clk_i or negedge rstn_i)
	if(!rstn_i) counter <= 'd0; else
		if (counter == 16) counter <= 'b0; else
			if(request_i) counter <= counter + 1;
always @(posedge clk_i or negedge rstn_i)
	if(~rstn_i) bit_to_transfer <= 'b0; else
		if (request_i) begin
			if (counter < 9) begin
				case (counter)
					0:		bit_to_transfer <= r_w_i;
					1: 	bit_to_transfer <= 0;
					default: 
						bit_to_transfer <= addr_i[(7-counter)];
				endcase
			end 
				else if (counter > 8 && ~r_w_i) begin
					bit_to_transfer <= data_w[16 - counter];
			end
		end
always @(posedge clk_i or negedge rstn_i)
	if(~rstn_i) data_r_o <= 'b0000_0000; else
		if (request_i) begin
			if(r_w_i) begin
				if (counter > 8) begin
					data_r_o[16 - counter] <= miso_i;
				end
			end
		end
always @(posedge clk_i or negedge rstn_i)	
	if(~rstn_i) ack_o <= 'b0; else
		if (counter == 16) ack_o <= 'b1; else
			ack_o <= 'b0;
assign sclk_o = cs_n | spi_clk_i;
assign mosi_o = bit_to_transfer;
assign spi_oe_o = ~cs_n & (~r_w_i | counter < 9  );
endmodule 
==> flow_metrics.py <==
# Auto-generated metrics
metrics = {
    "drt": {
        "first_pass_iters": 4,
        "number_of_design_rule_violations_left_after_detail_routing": 0,
        "antenna-diode-count": 0,
        "drtAntennaViolNets": 0,
        "final_routed_wirelength_mm": 4.74,
        "detail_route.iter0.violations": 70,
        "viasPerCell": 5.18,
        "detailroute.via_count": 1596,
        "routed_wire_length_per_instance_um": 15.4,
    },
    "timing": {
        "final.setup.tns_ps": -3740,
        "setup_viol": 8,
        "timing.clock.skew_ps": 1.17,
        "finalHoldViolations": 0,
        "max_freq_ghz": 0.356,
        "tightestPinTransition_ps": 526,
        "layout_worst_path_cycle_share_pct": 128,
        "max-slew-margin-rel_pct": 64.5,
        "rsz0062_at_grt": "yes",
        "final.min_clock_period_ps": 2810,
        "report.final.slew_viol_count": 0,
        "post-route-worst-setup-slack_ps": -607,
    },
    "job": {
        "warnings": 35,
        "max_cap_viol_count": 0,
    },
    "layout": {
        "sequential_cell_area_sq_um": 404,
        "finish.cell_count_without_fillers": 308,
        "final.fill_count": 432,
        "synthToLayoutAreaGrowth_pct": 61.3,
        "comb_area_sq_um": 1400,
        "drive_above_1_share_pct": 41.9,
    },
    "power_and_ir_drop": {
        "combinationalPowerShare_pct": 82.2,
        "power.share.clock_pct": 6.0,
        "reported_leakage_power_uw": 0.00108,
        "sw_frac_of_total_pct": 46.0,
        "internal_power_uw": 2060,
        "worst_ir_drop_vdd_mv": 1.08,
        "netsw_uw": 1760,
        "seq_power_share_pct": 11.8,
        "power_per_cell_area_nw_per_um2": 1440,
    },
    "synthesis": {
        "netlist_area_before_placement_sq_um": 1640,
        "synth.logic.top_family": "simple AND/OR/NAND/NOR gates",
        "synth_seq_share_pct": 24.4,
        "post-synth-top-area-fraction_pct": 22.8,
        "yosys_warnings": 2,
        "synth-edff-count": 0,
        "yosysCellCount": 171,
        "synth.area.top_cells": "sky130_fd_sc_hd__dfrtp_1 23%, sky130_fd_sc_hd__ha_1 13%, sky130_fd_sc_hd__nand4b_1 5.9%",
        "synth.ff_latch_count": 16,
        "synthesis.instances": 171,
        "yosys_area_sq_um": 1640,
        "synth.largest_area_cell": "sky130_fd_sc_hd__dfrtp_1",
        "synth.distinct_cells": 55,
        "synth_simple_gate_area_share_pct": 28.7,
        "yosys.area_share.xor_xnor_pct": 4.64,
        "synth.area.mux_share_pct": 7.46,
        "fraction_of_registers_with_async_set_or_reset_after_synthesis_pct": 100,
        "ff_type": "sky130_fd_sc_hd__dfrtp_1",
        "ys_sh_aoi_pct": 15.9,
        "synthAdderAreaFrac_pct": 12.9,
        "synth.avg_cell_area_sq_um": 9.61,
    },
    "global_routing": {
        "antenna_found_initial": 0,
        "track_usage_pct": 11.5,
        "grt_first_pass_wirelength_mm": 8.03,
        "grt_pass1_vias": 1649,
        "grt_start_max_net_pins": 17,
        "gr-total-overflow": 0,
    },
    "setup_path": {
        "origin_of_the_critical_flop_to_flop_path": "counter[1]",
        "setup.worst_path.start_class": "flop",
        "regToRegEndpoint": "data_r_o[0]",
        "setup.reg_to_reg.worst_slack_ps": -610,
        "cpMaxStageDelayCell": "sky130_fd_sc_hd__or4b_4",
        "worst_r2r_path_depth": 12,
        "path_type_of_the_worst_setup_path": "flop to flop",
        "cp.buffers_inverters": 3,
        "timing.critical_path.required_ps": 2330,
        "worst_path_dominant_cell_family": "simple AND/OR/NAND/NOR gates",
        "path_cells": "inv_2, ha_4, buf_6, xor2_2, buf_6, nand4b_1, ha_2, or4b_4, nor4_4, nand4_1, nor3_2, mux2_4",
        "worst_ep_arrival_time_ps": 2940,
        "timing.critical_path.slowest_cell_delay_ps": 540,
        "crit_fanout": 8,
        "timing.critical_path.mode_cell": "sky130_fd_sc_hd__buf_6",
        "timing.critical_path.to_type": "flop",
        "cp.depth": 12,
    },
    "run_status": {
        "violations": "negative setup slack",
        "outcome": "complete, but fails checks",
    },
    "worst_hold_path": {
        "worstHoldPathCells": 1,
        "hold_class": "flop to flop",
        "worstHoldStart": "data_r_o[6]",
        "min_delay_worst_endpoint": "data_r_o[6]",
    },
    "clock_network": {
        "cts_made_buffers": 3,
        "tritoncts": "yes",
        "cts.root.buffer_cell": "sky130_fd_sc_hd__clkbuf_8",
        "cts_max_level": 1,
        "clock_sinks": 16,
        "clock_path_buffers": 2,
        "insertion_delay_ps": 250,
        "worst_setup_hold_path_clk_slew_ps": 60,
    },
    "floorplanning": {
        "die_height_um": 91,
        "core_sq_um": 4820,
        "die_area_sq_um": 8280,
        "floorplan.io_pins": 33,
        "fp_util_pct": 34.1,
        "std_cell_rows": 25,
        "die_w_um": 91,
    },
    "placement": {
        "place.detailed.instances": 300,
        "port-buffer-count": 32,
        "gpl.final_weighted_congestion": 0.831,
        "hpwl_mm": 3.62,
    },
}
-- sequential cells by signal, indices dropped and copies added, names as in the netlist --
name / cells
cs_n: 1
data_r_o: 8
counter: 5
bit_to_transfer: 1
ack_o: 1
-- power groups by stage --
stage	clock network (uW)	logic (uW)	registers (uW)
after CTS	240	2880	450
after global routing	253	3430	464
final	228	3140	452
-- per-layer routing --
layer | track usage, % | part of all wire [%]
met1 | 15.5 | 45
met5 | 0 | 0
met2 | 19.8 | 50
met4 | 1.17 | 0.53
met3 | 1.74 | 5.4
-- worst max path at each step --
stage	from	slack (ps)	end
finish	counter[1]	-610	data_r_o[0]
global route	counter[0]	-810	data_r_o[0]
CTS	counter[0]	-620	data_r_o[0]
-- synth_stat cells, types with 2 or more instances --
cell                       count
sky130_fd_sc_hd__ha_1         17
sky130_fd_sc_hd__nand3_1       4
sky130_fd_sc_hd__nor3_1        7
sky130_fd_sc_hd__o211ai_1      3
sky130_fd_sc_hd__nor4bb_1      2
sky130_fd_sc_hd__mux2i_1       4
sky130_fd_sc_hd__nand4_1       6
sky130_fd_sc_hd__mux2_2        2
sky130_fd_sc_hd__nor3_2        2
sky130_fd_sc_hd__xor2_1        2
sky130_fd_sc_hd__a21oi_1       5
sky130_fd_sc_hd__inv_1        10
sky130_fd_sc_hd__o31ai_1      10
sky130_fd_sc_hd__nor4b_1       2
sky130_fd_sc_hd__nand2_1      10
sky130_fd_sc_hd__clkbuf_1      3
sky130_fd_sc_hd__nor2_1        9
sky130_fd_sc_hd__o21ai_0       2
sky130_fd_sc_hd__nand4b_1     11
sky130_fd_sc_hd__nand2b_1      2
sky130_fd_sc_hd__dfrtp_1      15
sky130_fd_sc_hd__mux4_2        2
sky130_fd_sc_hd__buf_2         6
sky130_fd_sc_hd__xnor2_1       4
-- layout make-up --
class | count | share of cell area, %
Sequential cell | 16 | 15.2
Clock buffer | 4 | 1.70
Tap cell | 67 | 3.16
Inverter | 10 | 1.60
Multi-Input combinational cell | 134 | 52.9
Timing Repair Buffer | 77 | 25.3
-- what timing repair did --
action | in CTS | in global routing
buffers inserted | 2 | 2
pin swaps | 12 | 7
gates resized | 26 | 17
hold buffers | 0 | 0
endpoints found under the setup margin | 9 | 10
-- logic make-up after synthesis --
kind of cell               Yosys count
AOI/OAI and AO/OA                   32
xor gates and xnor gates             7
adders and majority gates           17
buffers and inverters               21
DFF                                 16
muxes                                9
and+or+nand+nor                     69
-- cells in the final DEF (no fill, tap or decap), types with 2 or more instances in the layout --
cell / Yosys / final
sky130_fd_sc_hd__dfrtp_1: 15 / 13
sky130_fd_sc_hd__o31ai_4: 0 / 4
sky130_fd_sc_hd__nand4_1: 6 / 6
sky130_fd_sc_hd__a21oi_2: 0 / 2
sky130_fd_sc_hd__inv_4: 0 / 2
sky130_fd_sc_hd__ha_1: 17 / 10
sky130_fd_sc_hd__nand2b_1: 2 / 2
sky130_fd_sc_hd__nor4b_4: 0 / 2
sky130_fd_sc_hd__clkdlybuf4s50_1: 0 / 31
sky130_fd_sc_hd__buf_6: 1 / 5
sky130_fd_sc_hd__ha_2: 0 / 2
sky130_fd_sc_hd__inv_1: 10 / 6
sky130_fd_sc_hd__nand4b_1: 11 / 11
sky130_fd_sc_hd__nand2_1: 10 / 9
sky130_fd_sc_hd__nand3_1: 4 / 3
sky130_fd_sc_hd__mux2_2: 2 / 2
sky130_fd_sc_hd__inv_2: 0 / 2
sky130_fd_sc_hd__mux2i_1: 4 / 4
sky130_fd_sc_hd__dfrtp_2: 0 / 2
sky130_fd_sc_hd__nor2_1: 9 / 8
sky130_fd_sc_hd__o211ai_1: 3 / 3
sky130_fd_sc_hd__nor3_4: 0 / 3
sky130_fd_sc_hd__clkbuf_8: 0 / 3
sky130_fd_sc_hd__a21oi_1: 5 / 3
sky130_fd_sc_hd__xnor2_1: 4 / 3
sky130_fd_sc_hd__o21ai_0: 2 / 2
sky130_fd_sc_hd__buf_4: 1 / 40
sky130_fd_sc_hd__nor3_2: 2 / 2
sky130_fd_sc_hd__ha_4: 0 / 5
sky130_fd_sc_hd__mux4_2: 2 / 2
sky130_fd_sc_hd__nor3_1: 7 / 4
sky130_fd_sc_hd__nor4bb_1: 2 / 2
sky130_fd_sc_hd__o31ai_1: 10 / 5
-- metrics by stage --
stage | power [uW] | hold slack, ps | worst slack (ps) | util (%) | instance area (sq um)
6_report | 3820 | 500 | -607 | 55.0 | 2650
5_1_grt | 4150 | 518 | -813 | 55.0 | 2650
4_1_cts | 3570 | 494 | -616 | 52.6 | 2530
3_5_place_dp | 3050 | 479 | -878 | 48.7 | 2350
3_3_place_gp | 3050 | 483 | -863 | 48.7 | 2350
2_1_floorplan | 2170 | 144 | -997 | - | 1720
No activity file was given, so power comes from the tool's default toggle rates.
