**design.v**
```verilog
module spi_sequencer(
	input              				clk_i      		,
	input              				rst_ni     		,
	output             				req_o      		,
	output  reg           			rw_no      		,
	output  reg          [5:0] 	addr_o     		,
	output  reg          [7:0] 	wr_data_o  		,
	input 	          				ack_i  	  		,
	output 								read_enable_o
);
localparam	DATA_FORMAT		= 6'h31;
localparam 	POWER_CTL 		= 6'h2D;
localparam	DATA_X0 			= 6'h32;
localparam	DATA_X1 			= 6'h33;
localparam	DATA_Y0			= 6'h34;
localparam	DATA_Y1			= 6'h35;
localparam	DATA_Z0 			= 6'h36;
localparam	DATA_Z1 			= 6'h37;
reg [4-1:0] counter;
always @(posedge clk_i or negedge rst_ni) 
    if (~rst_ni)counter <= 'd0;else
	 if (ack_i) begin
        if (counter == 5) counter <= 2; else
            counter <= counter + 1;
    end
always @(posedge clk_i or negedge rst_ni)
	if (~rst_ni) rw_no <= 'b0; else
		if (counter < 2) rw_no <= 'b0; else	
			rw_no <= 'b1;
always @(posedge clk_i or negedge rst_ni)
	if (~rst_ni) addr_o <= DATA_FORMAT; else 
	begin 
		case(counter)
			3'd0: addr_o <= 6'h31;
			3'd1: addr_o <= 6'h2D;
			3'd2: addr_o <= 6'h32;
			3'd3: addr_o <= 6'h33;
			3'd4: addr_o <= 6'h34;
			3'd5: addr_o <= 6'h35;
			3'd6: addr_o <= 6'h36;
			3'd7: addr_o <= 6'h37;
		endcase
	end
always @(posedge clk_i or negedge rst_ni)
	if (~rst_ni) wr_data_o <= 8'b0_1_0_0_0_0_00; else
		if (counter == 0) wr_data_o <= 8'b0_1_0_0_0_1_00; else
			if (counter == 1) wr_data_o <= {2'b00, 1'b0, 1'b0, 1'b1, 1'b0, 2'b00}; else
				wr_data_o <= 8'hxx;
assign read_enable_o = rw_no & ack_i;
assign req_o = 'b1;	
endmodule
```
**config.mk**
```make
export PLATFORM = sky130hd
export DESIGN_NAME = spi_sequencer
export DESIGN_NICKNAME = spi_sequencer
export VERILOG_FILES = /design/flow/design.v
export SDC_FILE = /design/flow/constraint.sdc
export NUM_CORES = 4
export LEC_CHECK = 1
export CORE_AREA = 10 10 70 70
export DIE_AREA = 0 0 80 80
```
**run.sh**
```bash
#!/bin/bash
# OpenROAD 26Q1-2900-gdf79404cd8, Yosys 0.63+post, stock flow scripts
make -C /OpenROAD-flow-scripts/flow DESIGN_CONFIG=/design/flow/config.mk WORK_HOME=/design/flow/orfs finish
```
**constraint.sdc**
```tcl
current_design spi_sequencer

set clk_period 1.6
set clk_io_pct 0.2

create_clock -name clk0 -period $clk_period [get_ports {clk_i}]

set non_clock_inputs [all_inputs -no_clocks]
set_input_delay [expr $clk_period * $clk_io_pct] -clock clk0 $non_clock_inputs
set_output_delay [expr $clk_period * $clk_io_pct] -clock clk0 [all_outputs]
```
==> impl_results.rst <==
Flow metrics
------------

.. list-table::
   :header-rows: 1

   * - Metric
     - Value
   * - Max_slew headroom
     - 0.6313
   * - Placeable core region
     - roughly 3400 um^2
   * - Via count of the first global-routing pass
     - a little over 400
   * - Starting density of the core
     - 0.1894
   * - Biggest area cells
     - sky130_fd_sc_hd__dfrtp_1 39%, sky130_fd_sc_hd__dfstp_2 12%, sky130_fd_sc_hd__buf_4 8.1%, sky130_fd_sc_hd__ha_1 7.7%, sky130_fd_sc_hd__o21ai_0 4.6%
   * - Clock net sink count
     - 13
   * - Buffer levels on the longest clock path
     - 2
   * - Drt initial violations
     - 28
   * - Leakage power
     - approximately 0.4 nW
   * - Max Clk Rate
     - roughly 660 MHz
   * - Final routed DRC violation total
     - 0
   * - Power density over the cells
     - 1684 nW/um^2
   * - Tool warnings
     - 28
   * - Distinct cell type count after synthesis
     - 24
   * - Die outline width
     - about 80 um
   * - Share of Yosys cell area claimed by the top area cell type
     - 0.3868
   * - Portion of the post-synthesis area used by sequential elements
     - 0.5087
   * - Diodes inserted
     - 0
   * - Worst setup slack for register-to-register paths
     - about 160 ps
   * - Antenna viol nets, final
     - 0
   * - End of the worst register-to-register path
     - addr_o[0]
   * - Actual transition at the worst max-transition pin
     - approximately 550 ps
   * - Cell row count
     - 21
   * - Worst path max stage delay
     - 410 ps
   * - Overall die area
     - approximately 6400 um^2
   * - Root buffer cell
     - sky130_fd_sc_hd__clkbuf_4
   * - Highest net fanout along the worst path
     - 2
   * - Buf/Inv on CP
     - 1
   * - Type of the setup path with the least slack
     - reg -> out
   * - Final setup vio count
     - 0
   * - Arrival time of the worst setup path
     - about 1200 ps
   * - Wire length after detailed routing
     - 1.164 mm
   * - IO Count
     - 20
   * - Cell chain of the critical path
     - and2_1 -> clkdlybuf4s50_1
   * - Pin count of the biggest net entering global routing
     - 14
   * - Clock transition time at the flip-flop clock pins of the worst setup and hold paths
     - roughly 70 ps
   * - Final std cell area, no fill
     - approximately 820 um^2
   * - Yosys stat cell total
     - between 60 and 70
   * - Placed cell area
     - between 700 and 800 um^2
   * - CP max-delay cell
     - sky130_fd_sc_hd__clkdlybuf4s50_1
   * - Max_cap viols
     - 0
   * - Number of filler cells placed in the layout
     - 377
   * - Most frequent logic cells in the routed design
     - 10 x sky130_fd_sc_hd__dfrtp_1, 8 x sky130_fd_sc_hd__clkdlybuf4s50_1, 7 x sky130_fd_sc_hd__conb_1
   * - RSZ-0062 raised after global routing
     - false
   * - Setup slack after placement
     - -117.3 ps
   * - Global Route Usage Sum
     - 0.03672
   * - Port Buffer Count
     - 12
   * - Sequential cell area in the final layout
     - between 300 and 400 um^2
   * - Dominant logic cell type in the layout
     - sky130_fd_sc_hd__dfrtp_1
   * - Post-Syn Area per Cell
     - between 10 and 15 um^2
   * - Cycle use final
     - 0.9485
   * - Kind of launch point of the worst setup path
     - register
   * - Drt wl/cell
     - between 9 and 10 um
   * - Cell area after synthesis
     - about 650 um^2
   * - DRT Pass-1 Iters
     - 3
   * - Logic area
     - 254.0 um^2
   * - Max Slew Vio Count
     - 0
   * - Antenna violations before repair
     - 0
   * - Worst Hold Class
     - in -> async
   * - Count of mapped cells out of synthesis
     - approximately 63
   * - Routed via count
     - 443
   * - Biggest area consumer among synthesized cells
     - sky130_fd_sc_hd__dfrtp_1
   * - Data required time at the worst endpoint
     - 1280 ps
   * - Chip area from the yosys synthesis statistics
     - about 650 um^2
   * - Die height
     - around 80 um
   * - Total of warnings raised by yosys
     - 1
   * - Final critical delay including setup and external delays
     - around 1500 ps
   * - Worst-case vdd ir drop
     - 369.1 uV
   * - Clock Skew
     - around 1.8 ps
   * - Number of failing hold endpoints at the final stage
     - 0
   * - Result of the run
     - completed
   * - Gp weighted congestion
     - 0.7992
   * - Final HPWL from detailed placement
     - roughly 920 um
   * - Number of vias per cell
     - 3.573
   * - Least setup slack across all paths after layout
     - between 80 and 90 ps
   * - TritonCTS clock tree
     - built
   * - Syn-to-layout area delta
     - 27.27%
   * - Number of buffers added by the clock tree synthesis step
     - 3
   * - Number of flip-flops and latches in the synthesized netlist
     - 13
   * - Number of cells on the worst reg-to-reg path
     - 4
   * - First-pass GRT wire length
     - between 1.5 and 2 mm
   * - Number of H-tree levels
     - 1
   * - Share of the core filled with cells in the final layout
     - 0.2410
   * - Reg2Reg Launch Point
     - counter[1]
   * - Largest delay share family, worst path
     - buffers and inverters
   * - Share of post-route cells with drive strength above 1
     - 0.1282
   * - Total gr overflow
     - 0
   * - Late-Pin Clk Latency
     - 270 ps
   * - Sort of element at the end of the critical path
     - primary output
[metrics by stage]
stage	hold WS, ps	TNS, ps	std cells	total power, mW
global route	432.0	0	124	1.542
finish	409.4	0	124	1.386
detailed placement	510.2	-117.3	119	1.221
floorplan	24.41	0	68	0.9442
global placement	498.7	-115.3	119	1.213
CTS	420.1	0	123	1.410
[how the worst max path moves through the flow]
stage | startpoint | to | slack (ps) | cells past startpoint
finish | rw_no | read_enable_o | 80 | 2
global route | rw_no | read_enable_o | 2 | 2
CTS | addr_o[0] | addr_o[0] | 10 | 1
[timing repair]
action / in CTS / in global routing
endpoints found under the setup margin: 2 / 2
hold endpoints to repair: 0 / 0
gates resized: 2 / 2
hold buffers: 0 / 0
setup buffers: 0 / 1
[state kept, by name (all words and copies together) (netlist names)]
signal     cells
addr_o         5
counter        4
wr_data_o      3
rw_no          1
[area by class of cell]
| class | count | share of cell area |
|---|---|---|
| clock buffers | 4 | 0.03191 |
| flip-flops and latches | 13 | 0.3997 |
| repair buffers | 14 | 0.1672 |
| inverters | 5 | 0.02280 |
| well taps | 46 | 0.06991 |
| multi-input cells | 42 | 0.3085 |
[synthesized netlist by cell type (all sizes together)]
| cell type | instances |
|---|---|
| nand2 | 5 |
| conb | 2 |
| and2b | 1 |
| o21ai | 6 |
| nand3 | 1 |
| nand4 | 1 |
| a2bb2oi | 1 |
| inv | 5 |
| or4 | 1 |
| buf | 8 |
| mux2i | 1 |
| a21o | 2 |
| o21a | 1 |
| ha | 4 |
| o32a | 1 |
| nand3b | 1 |
| nor2 | 4 |
| dfrtp | 10 |
| a21oi | 2 |
| dfstp | 3 |
| and2 | 1 |
| nor3 | 2 |
[power by group]
group / total, mW / internal, mW / switching, mW
clock network: 0.190 / 0.0964 / 0.0931
registers: 0.595 / 0.493 / 0.101
logic: 0.602 / 0.362 / 0.240
total: 1.39 / 0.952 / 0.434
[layer usage]
layer / share of wire / global-route usage / vias up
met4: 0 / 0.003521 / 0
met3: 0.12 / 0.02500 / 0
met5: 0 / 0 / -
met1: 0.49 / 0.04856 / 201
met2: 0.39 / 0.04976 / 18
li1: - / - / 224
[cell families after synthesis]
kind of cell	synth area share
and+or+nand+nor	0.1315
AOI/OAI and AO/OA	0.1277
buffers and inverters	0.1277
DFF	0.5087
adders and majority gates	0.07737
other	0.01161
muxes	0.01547
Power is estimated from default activity; no workload was simulated.
