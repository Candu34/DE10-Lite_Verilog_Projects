==> flow/design.v <==
module acceleration_to_7seg(
	input 					clk_i			,
	input 					rst_ni		,
	input [8-1:0]			data_i		,
	input 					enable_i		,
	output reg				row_index	,
	output reg[4-1:0]		column_index
);
logic  [10-1:0] datax;
logic  [10-1:0] datay;
logic  [10-1:0] dataz;
logic datax_ready;
logic datay_ready;
logic dataz_ready;
localparam DATA_INPUT_COUNT = 5;
logic [$clog2(DATA_INPUT_COUNT):0] cnt;
always @ (posedge clk_i or negedge rst_ni)
	if (!rst_ni) cnt <= 'b0; else
		if (cnt == DATA_INPUT_COUNT) cnt <= 'b0; else
			if (enable_i) cnt <= cnt + 1;
always @ (posedge clk_i or negedge rst_ni)
	if (!rst_ni) datax <= 10'b0; else
	if (enable_i) begin
		if (cnt == 0) datax[8-1:0] <=  data_i; else 
		if (cnt == 1) datax[10-1:8] <= data_i[2-1:0];
	end
always @ (posedge clk_i or negedge rst_ni)
	if (!rst_ni) datay <= 10'b0; else
	if (enable_i) begin
		if (cnt == 2) datay[8-1:0] <=  data_i; else
		if (cnt == 3) datay[10-1:8] <= data_i[2-1:0];
		end
always @ (posedge clk_i or negedge rst_ni)
	if (!rst_ni) dataz <= 10'b0; else
	if (enable_i) begin
		if (cnt == 4) dataz[8-1:0] <=  data_i; else
		if (cnt == 5) dataz[10-1:8] <= data_i;	
		end
always @(posedge clk_i or negedge rst_ni)
	if (!rst_ni) row_index <= 1'b0; else
		if (datay_ready) row_index <= datay[10-1];
always @(posedge clk_i or negedge rst_ni)
		if (!rst_ni) column_index <= 3'b000; else
			if(datax_ready) begin
				if((datax[10-1 : 6] + 3) < 0) column_index <= 3'b000; else
					if ((datax[10-1 : 6] + 3) > 5) column_index <= 'd5; else
						column_index <= datax[10-1:6] + 3;
			end
assign datax_ready = cnt == 3;
assign datay_ready = cnt == 5;
endmodule
==> flow/run.sh <==
#!/bin/bash
# OpenROAD 26Q1-2900-gdf79404cd8, Yosys 0.63+post, stock flow scripts
make -C /OpenROAD-flow-scripts/flow DESIGN_CONFIG=/design/flow/config.mk WORK_HOME=/design/flow/orfs finish
==> flow/config.mk <==
export PLATFORM = sky130hd
export DESIGN_NAME = acceleration_to_7seg
export DESIGN_NICKNAME = acceleration_to_7seg
export VERILOG_FILES = /design/flow/design.v
export SDC_FILE = /design/flow/constraint.sdc
export NUM_CORES = 4
export LEC_CHECK = 1
export CORE_AREA = 10 10 76 76
export DIE_AREA = 0 0 86 86
==> flow/constraint.sdc <==
current_design acceleration_to_7seg

set clk_period 3.4
set clk_io_pct 0.2

create_clock -name clk0 -period $clk_period [get_ports {clk_i}]

set non_clock_inputs [all_inputs -no_clocks]
set_input_delay [expr $clk_period * $clk_io_pct] -clock clk0 $non_clock_inputs
set_output_delay [expr $clk_period * $clk_io_pct] -clock clk0 [all_outputs]
==> flow_summary.yaml <==
# implementation run metrics
clock_tree:
  ctsResizeCount: 0
  cts_root_buf: "clkbuf_8"
  numCtsBuffers: 3
  post_cts_buffers: 0
  clkSinkCount: 14
  cts_tree: "built"
  clock_latency_ns: 0.23
  h-tree-depth: 1
  clock_path_buffers: 2
  clkSlewWorstSetupHoldPaths_ns: 0.05
  cts_hold_buf: 0
floorplan:
  die_h_um: 86
  dieArea_um2: 7396
  initial_core_util: 0.1773
  std_cell_rows: 23
  io_pins: 16
  die_w_um: 86
  core_um2: 4115
final_timing:
  finalClockPeriodUsage: 0.5659
  post-route-min-period_ns: 1.924
  setup_violations: 0
  skew_ns: 0.0004092
  maxSlewViolCount: 0
  hold_viol: 0
  rsz0062_at_grt: "false"
  fmax_mhz: 519.8
  setup_tns_ns: 0
  worst_pin_slew_ns: 0.6087
  fin_hold_ws_ns: 0.4819
  maxSlewHeadroom: 0.5929
hold_path:
  hp-class: "reg -> reg"
  hold_path.startpoint: "datay[9]"
logic_synthesis:
  ys_cells: 60
  yosys.stat.seqShare: 0.4803
  yosysTopAreaCell: "dfrtp_1"
  synth-main-ff-cell: "dfrtp_1"
  netlist_area_um2: 729.5
  top_area_frac: 0.4803
  synth_top_cell_by_count: "dfrtp_1"
  async_flop_share: 1.000
  ys_warn_count: 1
  ys_types: 30
  ys_top_cells_by_count: "14 x dfrtp_1, 6 x mux2_1, 4 x nor2_1"
  ys.flops: 14
  yosys-top-cells-area: "dfrtp_1 48%, mux2_1 9.3%, ha_1 5.1%"
  netlist_instances: 60
  synth.avg_cell_area_um2: 12.16
  ys_area_um2: 729.4
  edf_count: 0
pwr:
  powerDensity_nw_per_um2: 762.9
  p_total_uw: 701.5
  p_leak_uw: 0.0003825
  peakVddDrop_mv: 0.1898
setup_path:
  r2r_start: "datax[6]"
  crit_type: "in -> reg"
  endpoint_kind: "flip-flop"
  critPathMaxStageDelay_ns: 0.60
  cp-startpoint: "enable_i"
  cp-start-kind: "input pin"
  cp_cell_sequence: "clkdlybuf4s50_1 -> nand2_2 -> nor4b_2 -> mux2_1"
  critPathArrivalTime_ns: 2.04
  cp_data_required_time_ns: 3.52
  worst_path_max_delay_cell: "clkdlybuf4s50_1"
  cp_max_fo: 6
drt:
  drc: 0
  via_per_inst: 3.934
  wl_per_cell_um: 10.82
  drt_first_pass_iters: 4
  dr_total_vias: 476
  final_antenna_net_count: 0
  wl_um: 1309
  drtIter0Drc: 42
  diodes: 0
grt:
  gr-total-overflow: 0
  grt_busiest_layer: "met2"
  use_met2: 0.04733
  grt_pass1_vias: 465
  grt_util_all_layers: 0.03518
  antenna_found_initial: 0
  grt_max_degree: 15
  use_met3: 0.02669
  use_met1: 0.04590
  grt_pass1_wl_um: 2152
run:
  warnings: 31
  maxCapViolations: 0
cells_and_area:
  drive_above_1_share: 0.1127
  regArea_um2: 350.3
  area_growth_pct: 26.07
  logic_area_um2: 344.1
  n_fill_cell: 433
  postLayoutCellArea_um2: 919.6
placement:
  numPortBuffers: 11
  place_area_um2: 878.3
  routabilityCongestion: 0.7112
  dp_hpwl_um: 1043
run_status:
  outcome: "complete, no violations"
## area by class of cell
type                            count  area share
Clock buffer                        3     0.04490
Multi-Input combinational cell     40      0.3741
Inverter                            3     0.01224
Timing Repair Buffer               11      0.1197
Tap cell                           50     0.06803
Sequential cell                    14      0.3810
## cell families (layout without fill, tap and decap cells)
group                    after synthesis  in the layout  synth area share
adder cells (fa/ha/maj)                3              3           0.05146
AND/OR/NAND/NOR                       18             18            0.1853
buffers and inverters                  6             17           0.04802
multiplexers                           8              8            0.1201
AND-OR/OR-AND                          9              9           0.09092
XOR/XNOR                               2              2           0.02402
flip-flops                            14             14            0.4803
## path summary, 6_finish.rpt
kind / endpoint / slack, ns / cells after the start
max in group asynchronous: datax[7] / 2.18 / 1
min in group asynchronous: column_index[2] / 0.83 / 1
hold / removal: row_index / 0.48 / 1
hold reg to reg: row_index / 0.48 / 1
setup / recovery: datay[9] / 1.48 / 4
setup reg to reg: column_index[1] / 1.82 / 5
## stage by stage
step / instances / setup slack [ns] / utilization
floorplan: 60 / 1.918 / -
global placement: 118 / 1.276 / 0.2134
detailed placement: 118 / 1.235 / 0.2134
finish: 121 / 1.476 / 0.2235
CTS: 121 / 1.485 / 0.2235
global route: 121 / 1.409 / 0.2235
## worst max-delay path: cells and delay by family
| kind | cells | cell delay, ns |
|---|---|---|
| mux | 1 | 0.35 |
| buf+inv | 1 | 0.60 |
| simple gates | 2 | 0.40 |
## cell usage in the layout (no fill, tap or decap), types with 2 or more instances in the layout
cell / netlist / final
mux2_1: 6 / 6
ha_1: 3 / 3
clkbuf_8: 0 / 3
nor2_1: 4 / 4
a21o_1: 2 / 2
dfrtp_1: 14 / 14
mux2i_1: 2 / 2
inv_1: 3 / 3
o21ai_0: 2 / 2
nand2_1: 3 / 3
clkdlybuf4s50_1: 0 / 11
## layer usage
metal  share of wire  up-vias
li1                -      238
met1            0.46      224
met2            0.40       14
met3            0.13        0
met4               0        0
met5               0        -
## report_power, final
group / internal [µW] / leakage (µW) / switching (µW)
logic: 148 / 0.000192 / 96.1
clock network: 77.8 / 0.0000216 / 48.4
registers: 236 / 0.000168 / 94.5
total: 463 / 0.000382 / 239
## state kept, by name, indices dropped and copies added, names as in the netlist
register	flops
row_index	1
datay	1
cnt	4
datax	4
column_index	4
Power figures rest on the tool's default switching activity, not on a simulated workload.
